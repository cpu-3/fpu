[design/flow/run.sh]
#!/bin/bash
# OpenROAD 26Q1-2900-gdf79404cd8, Yosys 0.63+post, stock flow scripts
make -C /OpenROAD-flow-scripts/flow DESIGN_CONFIG=/design/flow/config.mk WORK_HOME=/design/flow/orfs finish
[design/flow/config.mk]
export PLATFORM = sky130hd
export DESIGN_NAME = fsub
export DESIGN_NICKNAME = fsub
export VERILOG_FILES = /design/flow/design.v
export SDC_FILE = /design/flow/constraint.sdc
export NUM_CORES = 4
export LEC_CHECK = 1
export CORE_UTILIZATION = 30
[design/flow/constraint.sdc]
current_design fsub

set clk_period 86.7
set clk_io_pct 0.2

create_clock -name clk0 -period $clk_period

set non_clock_inputs [all_inputs -no_clocks]
set_input_delay [expr $clk_period * $clk_io_pct] -clock clk0 $non_clock_inputs
set_output_delay [expr $clk_period * $clk_io_pct] -clock clk0 [all_outputs]
[design/flow/design.v]
`default_nettype none
module fsub(
		input wire [31:0] x1,
		input wire [31:0] x2,
		output wire [31:0] y,
		output wire ovf);
	wire s1;
	wire s2rev;
	wire s2;
	wire [7:0] e1;
	wire [7:0] e2;
	wire [22:0] m1;
	wire [22:0] m2;
	assign {s1,e1,m1} = x1;
	assign {s2rev,e2,m2} = x2;
	assign s2 = ~s2rev;
	wire [24:0] m1a;
	wire [24:0] m2a;
	assign m1a = (e1 == 0)? {2'b0, m1} :{1'b0, 1'b1, m1};
	assign m2a = (e2 == 0)? {2'b0, m2} :{1'b0, 1'b1, m2};
	wire [7:0] e1a;
	wire [7:0] e2a;
	assign e1a = (e1 == 0)? 8'd1: e1;
	assign e2a = (e2 == 0)? 8'd1:	e2;
	wire [8:0] te;
	wire [8:0] tei;
	wire ce;
	wire sel;
	wire [7:0] tde;
	wire [4:0] de;
	assign te = {1'b0,e1a} + {1'b0,~e2a};
	assign ce = ~(te[8]);
	assign tei = te + 9'b1;
	assign tde = ce? ~te[7:0]: tei[7:0];
	assign de = (|tde[7:5])? 5'd31 : tde[4:0];
	assign sel = (de == 0)? ((m1a>m2a)? 0 : 1) : ce;
	wire [7:0] es;
	wire [7:0] ei;
	wire [24:0] ms;
	wire [24:0] mi;
	wire ss;
	assign ms = sel? m2a: m1a;
	assign mi = sel? m1a: m2a;
	assign es = sel? e2a: e1a;
	assign ei = sel? e1a: e2a;
	assign ss = sel? s2: s1;
	wire [55:0] mie;
	wire [55:0] mia;
	assign mie = {mi,31'b0};
	assign mia = mie >> de;
	wire tstck;
	assign tstck = |(mia[28:0]);
	wire [26:0] mye;
	assign mye = (s1==s2)? ({ms,2'b0} + mia[55:29]): ({ms,2'b0} - mia[55:29]);
	wire [7:0] esi;
	wire ovf1;
	assign esi = es+1;
	assign ovf1 = (mye[26] && esi == 8'd255)? 1: 0;
	wire [7:0] eyd;
	wire [26:0] myd;
	wire stck;
	assign eyd = mye[26]? ((esi == 255)? 8'd255: esi): es;
	assign myd = mye[26]? ((esi == 255)? {2'b01,25'b0}: mye >> 1): mye;
	assign stck = mye[26]? tstck || mye[0]: tstck;
	wire [4:0] se;
	assign se = myd[25]? 5'd0 :(
			myd[24]? 5'd1 :(
				myd[23]? 5'd2 :(
					myd[22]? 5'd3 :(
						myd[21]? 5'd4 :(
							myd[20]? 5'd5 :(
								myd[19]? 5'd6 :(
									myd[18]? 5'd7 :(
										myd[17]? 5'd8 :(
											myd[16]? 5'd9 :(
												myd[15]? 5'd10 :(
													myd[14]? 5'd11 :(
														myd[13]? 5'd12 :(
															myd[12]? 5'd13 :(
																myd[11]? 5'd14 :(
																	myd[10]? 5'd15 :(
																		myd[9]? 5'd16 :(
																			myd[8]? 5'd17 :(
																				myd[7]? 5'd18 :(
																					myd[6]? 5'd19 :(
																						myd[5]? 5'd20 :(
																							myd[4]? 5'd21 :(
																								myd[3]? 5'd22 :(
																									myd[2]? 5'd23 :(
																										myd[1]? 5'd24 :(
																											myd[0]? 5'd25 : 5'd26)))))))))))))))))))))))));
	wire signed [8:0] eyf;
	assign eyf = {1'b0,eyd} - {4'b0,se};
	wire [7:0] eyr;
	wire [26:0] myf;
	assign eyr = (eyf > 0)? eyf[7:0]: 8'b0;
	assign myf = (eyf > 0)? myd << se: myd << (eyd[4:0]-1);
	wire [26:0] myr;
	assign myr = ((myf[1] == 1 && myf[0] == 0 && stck == 0 && myf[2] == 1)
			|| (myf[1] == 1 && myf[0] == 0 && s1 == s2 && stck ==1)
			|| (myf[1] == 1 && myf[0] == 1))? myf[26:2] + 25'b1: myf[26:2];
	wire [7:0] eyri;
	assign eyri = eyr + 8'b1;
	wire [7:0] ey;
	wire [22:0] my;
	wire ovf2;
	assign ey = myr[24]? eyri: ((|myr[23:0])? eyr: 8'b0);
	assign my = myr[24]? 23'b0: ((|myr[23:0])? myr[22:0]: 23'b0);
	assign ovf2 = (e1 != 255 && e2 != 255 && myr[24] && eyri == 255)? 1: 0;  
	wire sy;
	assign sy = (ey == 0 && my == 0)? s1 && s2: ss;
	wire nzm1;
	wire nzm2;
	assign nzm1 = |(m1[22:0]);
	assign nzm2 = |(m2[22:0]);
	assign y = (e1 == 255 && e2 != 255)? {s1,8'd255,nzm1,m1[21:0]}:(
	(e2 == 255 && e1 != 255)? {s2,8'd255,nzm2,m2[21:0]}:(
	(e1 == 255 && e2 == 255 && nzm2)? {s2,8'd255,1'b1,m2[21:0]}:(
	(e1 == 255 && e1 == 255 && nzm1)? {s1,8'd255,1'b1,m1[21:0]}:(
	(e1 == 255 && e2 == 255 && s1 == s2)? {s1,8'd255,23'b0}:
	(e1 == 255 && e2 == 255)? {1'b1,8'd255,1'b1,22'b0}: {sy,ey,my}))));
	assign ovf = ovf1 || ovf2;
endmodule
`default_nettype wire
==> summary.txt <==
Outcome -> complete, no violations
Core utilization before placement -> 0.305
Max stage delay cell, worst path -> a2111oi_4
Worst Max-Slew Pin Slew -> 0.954 ns
Final Hold Vio Count -> 0
Count of antenna-violating nets left after detailed routing -> 0
Post-CTS Hold Buffers -> 0
CP endpoint kind -> output pin
Capturing instance or port of the critical path -> y[2]
Via count -> 16800
Flip-flop and latch count -> 0
Sum of negative setup slack -> 0 ns
Delay contributed by the slowest stage of the critical path -> 0.73 ns
Switching power as a share of total power -> 0.631
Nature of the critical path startpoint -> input pin
PnR worst setup slack -> 31.90 ns
Top cells, area -> ha_1 9.0%, mux2i_1 7.4%, nand2_1 6.8%
Average wire per standard cell -> 24.0 um
Post-synthesis sequential area ratio -> 0
Multi-input logic area -> 0.0123 mm^2
Initial antenna violation count -> 0
Power per cell area -> 20.8 mW/mm^2
Vias per cell -> 6.25
# Max-Cap Violations -> 0
Area of the die -> 0.0447 mm^2
Chip Area, Yosys -> 0.0132 mm^2
Mean Syn Cell Area -> 6.32 um^2
Number of buffers and inverters on the critical path -> 8
Number of warning messages in the yosys log -> 0
Post-detailed-placement cell area -> 0.0147 mm^2
1st-pass router iterations -> 6
Area growth syn-to-layout -> 11.6%
Number of instances in the synthesized netlist -> 2081
Static Leakage -> 0.00580 uW
Class of the tightest hold or removal check -> input pin to output pin
Post-layout period usage -> 0.632
Combined area of all synthesized cells -> 0.0132 mm^2
I/O pin cnt -> 97
Filler cell count -> 4734
Worst supply voltage drop on vdd -> 0.0000155 V
Pin count of the biggest net entering global routing -> 63
Setup Slack @ Placement -> 32.50 ns
Vertical die dimension -> 211 um
Largest fanout of any net on the critical path -> 49
First-pass GRT wire length -> 96700 um
Detailed-route DRC error count -> 0
Count of endpoints failing setup in the final report -> 0
Highest clock frequency the design can meet -> 18.2 MHz
Antenna diode count -> 0
Summed area of non-filler cells in the final layout -> 0.0147 mm^2
Number of warning messages in the logs -> 59
Post-Route WL -> 64400 um
Total global routing overflow -> 0
Worst Hold Margin -> 35.78 ns
Area share of the largest cell type after synthesis -> 0.0903
Number of I/O port buffers -> 97
Sequential cell fraction of total power -> 0
Relative contribution of combinational cells to total power -> 1.000
Number of gates on the worst path with buffers counted -> 73
Placed Instances -> 2686
Tally of clock buffers in the finished layout -> 0
Most Frequent Cell on Critical Path -> nand2_1
Number of placement rows -> 76
Final HPWL from detailed placement -> 52900 um
Worst slew slack as a fraction of its limit -> 0.357
Storage element area -> 0 um^2
Floorplan die width -> 211 um
Relative contribution of the clock network to total power -> 0
Share of post-route cells with drive strength above 1 -> 0.0666
Cell Int Power -> 113 uW
Area of the core -> 0.0432 mm^2
Net Switching -> 192 uW
Post-CTS setup buffer count -> 0
Worst EP arrival -> 37.46 ns
Number of cell instances after yosys synthesis -> 2081
Number of global-route vias before repair -> 15300
Gp weighted congestion -> 1.05
Top cell family by delay on the critical path -> simple AND/OR/NAND/NOR gates
Post-cts repair resize count -> 0
Minimum clock period after layout -> 54.80 ns
Initial drt markers -> 2034
Worst EP required -> 69.36 ns
CP Launch Point -> x2[30]
Setup repair after global routing missed its margin -> false
Final cell count without fillers -> 2686
Distinct lib cells used -> 114
Number of pins with negative max-slew slack in the final report -> 0
Crit Path Class -> input pin to output pin
GRT Util Overall -> 0.289
Post-synthesis cell type with the largest combined area -> ha_1
## power groups by stage
stage         Sequential [uW]  Combinational, uW  Clock [uW]
CTS                         0                298           0
global route                0                329           0
finish                      0                305           0
## area by class of cell
cell class,instances,share of cell area
well taps,585,0.0498
repair buffers,133,0.0845
inverters,123,0.0314
multi-input cells,1845,0.834
## tightest hold or removal path: stages
cell	delay, ns
clkdlybuf4s50_1	0.53
nand2_1	0.06
o31ai_1	0.06
a31oi_1	0.05
clkdlybuf4s50_1	0.40
## synthesized netlist by cell type (7+ instances only)
cell type  instances
o31ai_1           14
o21a_1            13
ha_1              95
a22oi_1           31
o21bai_1          16
nand4_1           25
o31a_1             8
nand3b_1           8
a211oi_1          29
nor2b_1            8
nand2_1          237
and2_1            32
nand2b_1          21
o21ai_0          128
mux2i_1           97
or4_1              9
xnor2_1           58
a31o_2             7
or2_2             17
or3_1             18
mux2_2            17
nor2_1           226
o211ai_1          38
a21oi_1          160
and3_1            16
buf_2             11
inv_1            122
nor3_1            66
o2111ai_1         10
nand3_1           71
clkbuf_1          81
a31oi_1           28
o21ai_1           24
o221ai_1          11
a21boi_0           8
buf_1             13
a21o_1            41
o22ai_1           17
nor4_1            37
xor2_1            22
a22o_1            11
## layer usage
layer,up-vias,global-route usage,share of wire
met5,-,0,0
met4,0,0.0950,0.040
met3,118,0.0475,0.093
met2,969,0.429,0.42
met1,7895,0.424,0.45
li1,7813,-,-
## placed cells by master, fill, tap and decap left out, drive strengths merged, types with 17 or more instances in the layout
master	count
a211oi	31
a21o	41
a21oi	167
a22oi	31
a31oi	30
and2	33
buf	36
clkdlybuf4s50	97
ha	95
inv	123
mux2	17
mux2i	97
nand2	240
nand2b	21
nand3	71
nand4	26
nor2	227
nor3	71
nor4	41
o211ai	39
o21ai	157
o21bai	17
o22ai	17
or2	21
or3	21
xnor2	59
xor2	25
## worst min path at each step
stage | to | depth (start not counted) | start | slack (ns)
global route | y[0] | 5 | x1[0] | 35.87
finish | y[31] | 5 | x2[31] | 35.78
CTS | y[31] | 5 | x2[31] | 35.80
## cell families (layout without fill, tap and decap cells)
kind of cell	Yosys count	after routing	synth area share
AOI/OAI and AO/OA	710	710	0.370
xor gates and xnor gates	84	84	0.0590
adders and majority gates	98	98	0.0949
buffers and inverters	236	256	0.0715
muxes	117	117	0.0935
and+or+nand+nor	836	836	0.311
## metrics by stage
stage	power [uW]	utilization
2_1_floorplan	192	-
3_3_place_gp	299	0.340
3_5_place_dp	296	0.340
4_1_cts	298	0.340
5_1_grt	329	0.340
6_report	305	0.340
No activity file was given, so power comes from the tool's default toggle rates.
