==> ./design.v <==
`default_nettype none
module fadd(
		input wire [31:0] x1,
		input wire [31:0] x2,
		output wire [31:0] y,
		output wire ovf);
	wire s1;
	wire s2;
	wire [7:0] e1;
	wire [7:0] e2;
	wire [22:0] m1;
	wire [22:0] m2;
	assign {s1,e1,m1} = x1;
	assign {s2,e2,m2} = x2;
	wire [24:0] m1a;
	wire [24:0] m2a;
	assign m1a = (e1 == 0)? {2'b0, m1} :{1'b0, 1'b1, m1};
	assign m2a = (e2 == 0)? {2'b0, m2} :{1'b0, 1'b1, m2};
	wire [7:0] e1a;
	wire [7:0] e2a;
	assign e1a = (e1 == 0)? 8'd1: e1;
	assign e2a = (e2 == 0)? 8'd1:	e2;
	wire [8:0] te;
	wire [8:0] tei;
	wire ce;
	wire sel;
	wire [7:0] tde;
	wire [4:0] de;
	assign te = {1'b0,e1a} + {1'b0,~e2a};
	assign ce = ~(te[8]);
	assign tei = te + 9'b1;
	assign tde = ce? ~te[7:0]: tei[7:0];
	assign de = (|tde[7:5])? 5'd31 : tde[4:0];
	assign sel = (de == 0)? ((m1a>m2a)? 0 : 1) : ce;
	wire [7:0] es;
	wire [7:0] ei;
	wire [24:0] ms;
	wire [24:0] mi;
	wire ss;
	assign ms = sel? m2a: m1a;
	assign mi = sel? m1a: m2a;
	assign es = sel? e2a: e1a;
	assign ei = sel? e1a: e2a;
	assign ss = sel? s2: s1;
	wire [55:0] mie;
	wire [55:0] mia;
	assign mie = {mi,31'b0};
	assign mia = mie >> de;
	wire tstck;
	assign tstck = |(mia[28:0]);
	wire [26:0] mye;
	assign mye = (s1==s2)? ({ms,2'b0} + mia[55:29]): ({ms,2'b0} - mia[55:29]);
	wire [7:0] esi;
	wire ovf1;
	assign esi = es+1;
	assign ovf1 = (mye[26] && esi == 8'd255)? 1: 0;
	wire [7:0] eyd;
	wire [26:0] myd;
	wire stck;
	assign eyd = mye[26]? ((esi == 255)? 8'd255: esi): es;
	assign myd = mye[26]? ((esi == 255)? {2'b01,25'b0}: mye >> 1): mye;
	assign stck = mye[26]? tstck || mye[0]: tstck;
	wire [4:0] se;
	assign se = myd[25]? 5'd0 :(
			myd[24]? 5'd1 :(
				myd[23]? 5'd2 :(
					myd[22]? 5'd3 :(
						myd[21]? 5'd4 :(
							myd[20]? 5'd5 :(
								myd[19]? 5'd6 :(
									myd[18]? 5'd7 :(
										myd[17]? 5'd8 :(
											myd[16]? 5'd9 :(
												myd[15]? 5'd10 :(
													myd[14]? 5'd11 :(
														myd[13]? 5'd12 :(
															myd[12]? 5'd13 :(
																myd[11]? 5'd14 :(
																	myd[10]? 5'd15 :(
																		myd[9]? 5'd16 :(
																			myd[8]? 5'd17 :(
																				myd[7]? 5'd18 :(
																					myd[6]? 5'd19 :(
																						myd[5]? 5'd20 :(
																							myd[4]? 5'd21 :(
																								myd[3]? 5'd22 :(
																									myd[2]? 5'd23 :(
																										myd[1]? 5'd24 :(
																											myd[0]? 5'd25 : 5'd26)))))))))))))))))))))))));
	wire signed [8:0] eyf;
	assign eyf = {1'b0,eyd} - {4'b0,se};
	wire [7:0] eyr;
	wire [26:0] myf;
	assign eyr = (eyf > 0)? eyf[7:0]: 8'b0;
	assign myf = (eyf > 0)? myd << se: myd << (eyd[4:0]-1);
	wire [26:0] myr;
	assign myr = ((myf[1] == 1 && myf[0] == 0 && stck == 0 && myf[2] == 1)
			|| (myf[1] == 1 && myf[0] == 0 && s1 == s2 && stck ==1)
			|| (myf[1] == 1 && myf[0] == 1))? myf[26:2] + 25'b1: myf[26:2];
	wire [7:0] eyri;
	assign eyri = eyr + 8'b1;
	wire [7:0] ey;
	wire [22:0] my;
	wire ovf2;
	assign ey = myr[24]? eyri: ((|myr[23:0])? eyr: 8'b0);
	assign my = myr[24]? 23'b0: ((|myr[23:0])? myr[22:0]: 23'b0);
	assign ovf2 = (e1 != 255 && e2 != 255 && myr[24] && eyri == 255)? 1: 0;  
	wire sy;
	assign sy = (ey == 0 && my == 0)? s1 && s2: ss;
	wire nzm1;
	wire nzm2;
	assign nzm1 = |(m1[22:0]);
	assign nzm2 = |(m2[22:0]);
	assign y = (e1 == 255 && e2 != 255)? {s1,8'd255,nzm1,m1[21:0]}:(
	(e2 == 255 && e1 != 255)? {s2,8'd255,nzm2,m2[21:0]}:(
	(e1 == 255 && e2 == 255 && nzm2)? {s2,8'd255,1'b1,m2[21:0]}:(
	(e1 == 255 && e1 == 255 && nzm1)? {s1,8'd255,1'b1,m1[21:0]}:(
	(e1 == 255 && e2 == 255 && s1 == s2)? {s1,8'd255,23'b0}:
	(e1 == 255 && e2 == 255)? {1'b1,8'd255,1'b1,22'b0}: {sy,ey,my}))));
	assign ovf = ovf1 || ovf2;
endmodule
`default_nettype wire
==> ./run.sh <==
#!/bin/bash
# OpenROAD 26Q1-2900-gdf79404cd8, Yosys 0.63+post, stock flow scripts
make -C /OpenROAD-flow-scripts/flow DESIGN_CONFIG=/design/flow/config.mk WORK_HOME=/design/flow/orfs finish
==> ./config.mk <==
export PLATFORM = sky130hd
export DESIGN_NAME = fadd
export DESIGN_NICKNAME = fadd
export VERILOG_FILES = /design/flow/design.v
export SDC_FILE = /design/flow/constraint.sdc
export NUM_CORES = 4
export LEC_CHECK = 1
export CORE_UTILIZATION = 50
==> ./constraint.sdc <==
current_design fadd

set clk_period 49.9
set clk_io_pct 0.2

create_clock -name clk0 -period $clk_period

set non_clock_inputs [all_inputs -no_clocks]
set_input_delay [expr $clk_period * $clk_io_pct] -clock clk0 $non_clock_inputs
set_output_delay [expr $clk_period * $clk_io_pct] -clock clk0 [all_outputs]
==> flow_summary.ini <==
; synthesis and place-and-route metrics
[status]
result_of_the_run = complete, no violations

[route]
viasPerCell = 7.12
route.layer.met1.wl_um = 26100
detail_route.wl_per_cell_um = 24.8
insertedDiodeCount = 0
route.top_layer_used = met4
detailroute.wirelength.met3_um = 7590
dr_wl_met2_um = 25300
drt-initial-drc-count = 2630
postRouteWirelength_um = 62600
drt_pre_antenna_iters = 6
detail_route.drc_violations = 0
routed-via-count = 17965
antenna_violating_nets_post_route = 0

[finish]
syn_to_final_growth_pct = 9.02
multiInputGateArea_um2 = 12700
stdcell_count = 2524
finalCoreUtilization = 0.554
fraction_of_final_layout_cells_sized_beyond_drive_strength_1 = 0.0554
regArea_um2 = 0
ff_count = 0
layout.filler_cells = 2672
clkbuf_count = 0

[synth]
top_cell_area_share = 0.0871
synthMuxAreaShare = 0.0840
ys_area_um2 = 13600
ys_seq_frac = 0
top_cells_by_count = 282 x nand2_1, 203 x nor2_1, 148 x a21oi_1, 127 x o21ai_0, 104 x inv_1
post_synth_xor_area_fraction = 0.0486
ys_warn_count = 0
synthDistinctLibCells = 99
aoi_share = 0.387
simple_gate_share = 0.317
avg_cell_area_syn_um2 = 6.27
top_cells_by_area = ha_1 8.7%, nand2_1 7.8%, mux2i_1 6.7%
synth_stat.cells = 2177
yosys-dominant-comb-family = AND-OR/OR-AND gates
synth-adder-area-share = 0.0915
synthesis.area_um2 = 13600
synth.most_common_cell = nand2_1
top_area_cell = ha_1
syn-instance-count = 2177

[worst_hold_path]
timing.hold.worst_path_depth = 4
hold_class = in -> out
worst_hold_end = y[31]
hp-start = x2[31]

[power_and_ir_drop]
powerDensity_nw_per_um2 = 43.4
post-layout-total-power_w = 0.000647
total_leakage_power_nw = 6.08
peakVddDrop_mv = 0.0411

[worst_setup_path]
startpoint_type = input pin
timing.critical_path.slowest_cell_delay_ns = 0.86
end_kind = output port
kind_of_critical_path = in -> out
critical_path_required_ns = 39.92
worst_ep_arrival_time_ns = 30.19
crit_fanout = 46
crit_slowest_cell = o31ai_4

[clock_tree]
ctsResizeCount = 0
cts_hold_buffers = 0
post_cts_buffers = 0

[placed_design]
dp.cells = 2524
finalWeightedCongestion = 1.09
port_buf_inserts = 97
detailedPlacementHpwl_um = 49800

[sta]
timing.max_slew.rel_slack = 0.241
final-hold-violation-count = 0
achievable-frequency_mhz = 24.9
finalSetupViolations = 0
slew_violations = 0
finalWorstPathRequiredPeriod_ns = 40.17
totalNegativeSetupSlack_ns = 0
worst_slew_pin_slew_ns = 1.13
finalClockPeriodUsage = 0.805
unrepaired_setup_endpoints_after_global_routing = no

[global_routing]
pin_count_of_the_biggest_net_entering_global_routing = 56
gr-total-overflow = 0
wire_length_of_the_first_global_routing_pass_um = 95500
grt.total_usage = 0.442
first_global_vias = 15918
antenna_found_initial = 0

[floorplanning]
die_y_um = 167
initial_core_util = 0.508
ios = 97
core.rowCount = 60
floorplan.die.width_um = 167
chipArea_um2 = 28000
coreArea_um2 = 26900

[run]
cap_violations = 0
stage_log_warnings = 59
## report_power, final
group          leakage (nW)  internal, W  total, W  switching (W)
Sequential                0            0         0              0
Clock                     0            0         0              0
Combinational          6.08     0.000250  0.000647       0.000397
## critical path, delay by kind of cell
kind,cells,cell delay (ns)
fa+ha+maj,7,2.22
compound gates,21,6.71
simple gates,22,6.56
mux,5,1.78
xor+xnor,1,0.16
buf+inv,9,2.68
## placed cells by master, fill, tap and decap left out, drive strengths merged, types with 39 or more instances in the layout
| master | Yosys | layout |
|---|---|---|
| nand2 | 283 | 283 |
| nor2 | 204 | 204 |
| o21ai | 149 | 149 |
| a21oi | 148 | 148 |
| inv | 104 | 104 |
| clkdlybuf4s50 | 0 | 97 |
| ha | 95 | 95 |
| mux2i | 92 | 92 |
| nand3 | 84 | 84 |
| nor3 | 59 | 59 |
| xnor2 | 54 | 54 |
| buf | 38 | 48 |
| a211oi | 47 | 47 |
| and2 | 46 | 46 |
| nor4 | 43 | 43 |
| o211ai | 39 | 39 |
## cell families (layout without fill, tap and decap cells)
logic type,count (synthesis),count (layout)
multiplexers,111,111
AND/OR/NAND/NOR,895,895
XOR/XNOR,74,74
AND-OR/OR-AND,755,755
buffers and inverters,244,250
adder cells (fa/ha/maj),98,98
## metrics by stage
step,worst slack [ns],instance area (um2),hold WS [ns]
after global placement,10.77,14900,21.03
final,9.73,14900,21.05
after global routing,8.67,14900,21.09
after floorplan,14.50,13600,20.02
after detailed placement,10.47,14900,21.01
after CTS,10.44,14900,21.02
## worst max path at each step
| stage | start | end | slack (ns) | depth (start not counted) |
|---|---|---|---|---|
| CTS | x1[27] | y[3] | 10.44 | 67 |
| global route | x1[27] | y[18] | 8.67 | 70 |
| finish | x1[27] | y[2] | 9.73 | 65 |
## layout make-up
cell class                 count  share of cell area
tap                          341              0.0287
multi-input combinational   1933               0.855
timing repair buffer         145              0.0895
inverter                     105              0.0265
## per-layer routing
metal,GRT usage,up-vias
li1,-,8247
met1,0.630,8196
met2,0.646,1286
met3,0.0847,236
met4,0.192,0
met5,0,-
Power and IR drop assume default switching activity.
