==> run.sh <==
#!/bin/bash
# OpenROAD 26Q1-2900-gdf79404cd8, Yosys 0.63+post, stock flow scripts
make -C /OpenROAD-flow-scripts/flow DESIGN_CONFIG=/design/flow/config.mk WORK_HOME=/design/flow/orfs finish
==> constraint.sdc <==
current_design finv

set clk_period 79.6
set clk_io_pct 0.2

create_clock -name clk0 -period $clk_period

set non_clock_inputs [all_inputs -no_clocks]
set_input_delay [expr $clk_period * $clk_io_pct] -clock clk0 $non_clock_inputs
set_output_delay [expr $clk_period * $clk_io_pct] -clock clk0 [all_outputs]
==> config.mk <==
export PLATFORM = sky130hd
export DESIGN_NAME = finv
export DESIGN_NICKNAME = finv
export VERILOG_FILES = /design/flow/design.v
export SDC_FILE = /design/flow/constraint.sdc
export NUM_CORES = 4
export LEC_CHECK = 1
export CORE_UTILIZATION = 30
==> design.v <==
`default_nettype none
module finv(
		input wire [31:0] x,
		output wire [31:0] y);
	wire s;
	wire [7:0] e;
	wire [22:0] m;
	assign {s,e,m} = x;
	wire [23:0] ma;
	assign ma = {1'b1, m};
	function [7:0] INV (
			input [4:0] mh);
	begin
	case (mh)
		5'b00000: INV = 8'b01111110;
		5'b00001: INV = 8'b01111010;
		5'b00010: INV = 8'b01110111;
		5'b00011: INV = 8'b01110011;
		5'b00100: INV = 8'b01110000;
		5'b00101: INV = 8'b01101101;
		5'b00110: INV = 8'b01101010;
		5'b00111: INV = 8'b01101000;
		5'b01000: INV = 8'b01100101;
		5'b01001: INV = 8'b01100011;
		5'b01010: INV = 8'b01100000;
		5'b01011: INV = 8'b01011110;
		5'b01100: INV = 8'b01011100;
		5'b01101: INV = 8'b01011010;
		5'b01110: INV = 8'b01011000;
		5'b01111: INV = 8'b01010110;
		5'b10000: INV = 8'b01010100;
		5'b10001: INV = 8'b01010011;
		5'b10010: INV = 8'b01010001;
		5'b10011: INV = 8'b01010000;
		5'b10100: INV = 8'b01001110;
		5'b10101: INV = 8'b01001101;
		5'b10110: INV = 8'b01001011;
		5'b10111: INV = 8'b01001010;
		5'b11000: INV = 8'b01001000;
		5'b11001: INV = 8'b01000111;
		5'b11010: INV = 8'b01000110;
		5'b11011: INV = 8'b01000101;
		5'b11100: INV = 8'b01000100;
		5'b11101: INV = 8'b01000011;
		5'b11110: INV = 8'b01000010;
		5'b11111: INV = 8'b01000001;
		default : INV = 8'bx;
	endcase
	end
	endfunction
	wire [7:0] init;
	assign init = INV(m[22:18]);
	wire [38:0] calc1;
	assign calc1 = {init,31'b0} - init*init*ma;  
	wire [11:0] x1;	 
	assign x1 = calc1[37:26]+calc1[25];
	wire [46:0] calc2;
	assign calc2 = {x1,35'b0} - x1*x1*ma;
	wire [7:0] ey;
	wire [22:0] my;
	assign my = (calc2[45])? calc2[44:22]+calc2[21]: calc2[43:21]+calc2[20];
	assign ey = (calc2[45])? ~e - 1: ~e - 2;
	assign y = {s,ey,my};
endmodule
`default_nettype wire
==> notes.md <==
The flow run is done. Total number of sequential cells landed at 0. Share of the cycle needed by the critical path after routing landed at 74.5%. Checking hold timing, the worst path is listed with class primary input to output port. Via total after detailed routing landed at 26,000.

Final weighted congestion in routability-driven placement landed at 0.902. Area of the placeable core landed at 0.120 mm². Per the run report, area growth between synthesis and finish was 7.05%. Post-CTS timing repair inserted 0 buffers for setup. Utilization of the core after routing landed at 32.5%. The die covers 0.123 mm². Final critical-path setup slack landed at 20.33 ns. Number of pins with negative max-slew slack in the final report landed at 0. At the floorplan stage, the core utilization is reported as 30.4%.

From bottom edge to top edge, the die measures 351 µm. Post-route setup TNS landed at 0 ns. Worst path arrival time landed at 43.35 ns. Global route total overflow landed at 0. Horizontal extent of the die landed at 351 µm. Final worst hold slack landed at 31.84 ns. Maximum cell stage delay along the critical path landed at 0.80 ns. Area of combinational cells with multiple inputs landed at 0.0315 mm². Number of diodes added for antenna fixing landed at 0.

STA classifies the critical path startpoint as a primary input. Distinct cell type count after synthesis landed at 74. The share of synthesized area in the top cell type comes to 46.4%. Number of antenna violations at the first check in global routing landed at 2. I/O pin count landed at 64. Fill cells in the final layout number 12,500.

Sorting the synthesized cells by area gives the leading types as sky130_fd_sc_hd__fa_1, sky130_fd_sc_hd__ha_1, sky130_fd_sc_hd__inv_1, sky130_fd_sc_hd__and2_1, sky130_fd_sc_hd__nand2_1. The most common cell in the synthesized netlist is sky130_fd_sc_hd__inv_1. Shortest period the worst path allows landed at 59.27 ns.

Counting stages on the worst path, the most repeated cell is sky130_fd_sc_hd__fa_1. Number of instances resized during post-cts repair landed at 0. Tally of OpenROAD warnings landed at 42. For this run, the chip area from Yosys synthesis comes to 0.0366 mm². Per the layout report, the design carries 0 clock buffers. Pre-CTS setup slack landed at 20.38 ns.

For this block, the routed nets add up to 87.6 mm of wire. Global routing used 16.1% of the available tracks. Initial DRC count landed at 964.

Remaining design rule violation count landed at 0. The worst setup path is captured at an output port. Setup repair after global routing left no endpoint under its margin.

sky130_fd_sc_hd__fa_1 takes more of the synthesized area than any other cell. The first detailed-routing pass took 5 iterations. Synthesized cell area landed at 0.0366 mm². Number of input and output port buffers inserted landed at 62. Number of synthesis warnings landed at 1. After detailed routing, the number of vias per cell comes to 4.48. Note, the detailed placer reported a final HPWL of 69.0 mm.

Cells with a size suffix above 1 make up 2.91% of the layout. First-pass GRT wire length landed at 150 mm. Sequential cell area landed at 0 µm².

Number of stages on the worst hold path landed at 0. Number of setup violations in the final report landed at 0. Critical-path maximum fanout landed at 48.

The slowest stage of the critical path is the sky130_fd_sc_hd__xor2_1 cell. Data on the critical path is required at its endpoint by 63.68 ns. The run finished with clean final reports. Number of standard cells after synthesis landed at 4,241. The via count of the first global-routing pass came to 28,100.

Pin count of the biggest net entering global routing landed at 54. Tracing the worst setup path back leads to its startpoint at x[19]. Highest clock rate landed at 0.0169 GHz. Ranked by instance count, the synthesized netlist is headed by sky130_fd_sc_hd__inv_1, sky130_fd_sc_hd__fa_1, sky130_fd_sc_hd__and2_1. Transition time of the tightest slew-check pin landed at 0.983 ns. Number of endpoints with negative hold slack in the final report landed at 0.

In this run, post-CTS hold repair placed 0 buffers. The worst setup path is of the primary input to output port kind. The detail route stage leaves a number of antenna-violating nets equal to 0. Yosys cell count landed at 4,241. After synthesis, the mean cell area works out to 8.63 µm².

Wire length per cell landed at 15.1 µm. The floorplan has 127 rows. Share of synthesized area occupied by flip-flops and latches landed at 0%. In this run the tightest slew margin relative to its limit is 34.2%. Reported max-cap violation count landed at 0.

Following the worst setup path forward leads to its endpoint at y[29].
## layout make-up
class	count	share of cell area (%)
Multi-Input combinational cell	2855	80.4
Tap cell	1612	5.15
Timing Repair Buffer	136	2.96
Inverter	1198	11.5
## worst max-delay path: cells and delay by family
| kind | cells | cell delay [ns] |
|---|---|---|
| AOI/OAI and AO/OA | 27 | 6.75 |
| xor gates and xnor gates | 8 | 2.14 |
| adders and majority gates | 27 | 11.12 |
| buffers and inverters | 24 | 3.89 |
| muxes | 1 | 0.29 |
| and+or+nand+nor | 16 | 3.15 |
## layer usage
| metal | up-vias | share of wire [%] | GRT usage (%) |
|---|---|---|---|
| met2 | 738 | 48 | 26.0 |
| met4 | 0 | 2.1 | 2.49 |
| met3 | 82 | 8.5 | 5.33 |
| met1 | 13000 | 42 | 21.9 |
| li1 | 12200 | - | - |
| met5 | - | 0 | 0 |
## placed cells by master (no fill, tap or decap), drive strengths merged, types with 50 or more instances in the layout
cell type      instances
clkdlybuf4s50         59
fa                   848
and2                 485
xnor2                 95
a21oi                 71
nand2                395
inv                 1195
xor2                  50
buf                   77
ha                   425
nor2                 153
## stage by stage
step,cell area (µm²),cells
3_5_place_dp,39200,5801
4_1_cts,39200,5801
5_1_grt,39200,5801
3_3_place_gp,39200,5801
6_report,39200,5801
2_1_floorplan,36600,4241
## worst min-delay path by stage
stage                 start    end  slack [ns]
final                 x[31]  y[31]       31.84
after CTS             x[31]  y[31]       31.84
after global routing  x[31]  y[31]       31.84
## logic make-up after synthesis
logic type                 Yosys count  synth area share [%]
buffers and inverters             1386                  14.3
muxes                               17                 0.513
adders and majority gates         1273                  60.9
AOI/OAI and AO/OA                  234                  4.22
and+or+nand+nor                   1185                  16.4
xor gates and xnor gates           146                  3.58
